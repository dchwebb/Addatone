<file path="flow/run.sh">
#!/bin/bash
# OpenROAD 26Q1-2900-gdf79404cd8, Yosys 0.63+post, stock flow scripts
make -C /OpenROAD-flow-scripts/flow DESIGN_CONFIG=/design/flow/config.mk WORK_HOME=/design/flow/orfs finish
</file>
<file path="flow/config.mk">
export PLATFORM = sky130hd
export DESIGN_NAME = Adder
export DESIGN_NICKNAME = Adder
export VERILOG_FILES = /design/flow/design.v
export SDC_FILE = /design/flow/constraint.sdc
export NUM_CORES = 4
export LEC_CHECK = 1
export CORE_UTILIZATION = 30
export SYNTH_HDL_FRONTEND = slang
</file>
<file path="flow/constraint.sdc">
current_design Adder

set clk_period 13.8
set clk_io_pct 0.2

create_clock -name clk0 -period $clk_period [get_ports {i_Clock}]

set non_clock_inputs [all_inputs -no_clocks]
set_input_delay [expr $clk_period * $clk_io_pct] -clock clk0 $non_clock_inputs
set_output_delay [expr $clk_period * $clk_io_pct] -clock clk0 [all_outputs]
</file>
<file path="flow/design.v">
module Adder
	#(parameter DIVISOR_BITS = 11)
	(
		input wire i_Clock, i_Reset, i_Start, i_Clear_Accumulator, i_Last_Harmonic,
		input wire signed [DIVISOR_BITS - 1:0] i_Multiple,
		input wire signed [15:0] i_Sample,
		output reg signed [31:0] o_Accumulator = 1'b0,
		output reg o_Done = 1'b0
	);
	reg signed [27:0] Working_Total = 1'b0;
	localparam sm_wait = 1'b0;
	localparam sm_mult = 1'b1;
	reg SM_Adder = sm_wait;
	initial begin
		o_Done <= 1'b1;
		o_Accumulator <= 1'b0;
	end
	always @(posedge i_Clock) begin		 
		if (i_Reset || i_Clear_Accumulator) begin
			SM_Adder = sm_wait;
			o_Done <= 1'b1;
			o_Accumulator <= 1'b0;
		end
		else begin
			case (SM_Adder)
				sm_wait:
					begin
						if (i_Start) begin
							o_Done <= 1'b0;
							if (i_Last_Harmonic)
								Working_Total <= i_Sample * $signed({{16 - DIVISOR_BITS{1'b0}}, i_Multiple >>> 1});		 
							else
								Working_Total <= i_Sample * $signed({{16 - DIVISOR_BITS{1'b0}}, i_Multiple});		 
							SM_Adder = sm_mult;
						end
					end
				sm_mult:
					begin
						o_Accumulator <= o_Accumulator + (Working_Total >>> DIVISOR_BITS);		 
						o_Done <= 1'b1;
						SM_Adder = sm_wait;
					end
			endcase
		end
	end
endmodule
</file>
==> impl_metrics.env <==
# implementation run metrics
export IMPL_top_area_share_pct=42.7
export IMPL_ys_area_sq_mm=0.0149
export IMPL_wl_met2_microns=16600
export IMPL_cts_path_max_buffers=2
export IMPL_swShare_pct=52.5
export IMPL_netlist_instances=1616
export IMPL_synth_area_sq_mm=0.0149
export IMPL_avgRoutedWirePerCell_microns=14.3
export IMPL_fill_cells=4891
export IMPL_detail_route_antenna_nets=0
export IMPL_seq_area_sq_mm=0.00119
export IMPL_htreeDepth=2
export IMPL_drive_gt1_share_pct=1.39
export IMPL_io_buffers=64
export IMPL_fmax_ghz=0.111
export IMPL_flop_cell="dfxtp_1"
export IMPL_worst_ep_arrival_time_ns=9.03
export IMPL_yosysSeqAreaShare_pct=7.99
export IMPL_layout_top_cells="438 x inv_1, 318 x fa_1, 145 x ha_1"
export IMPL_viasPerCell=4.46
export IMPL_track_usage_pct=14.9
export IMPL_async_flop_share_pct=0
export IMPL_edf_count=17
export IMPL_gr_total_overflow=0
export IMPL_path_class="input port to flop"
export IMPL_dieHeight_microns=225
export IMPL_rrSetupSlack_ns=10.21
export IMPL_grt_setup_unrepaired="no"
export IMPL_cts_root_buffer="clkbuf_16"
export IMPL_combPwrFrac_pct=88.3
export IMPL_rows=81
export IMPL_cts_sinks=51
export IMPL_p_int_mw=1.61
export IMPL_yosysWarnings=0
export IMPL_setup_ws_ns=4.82
export IMPL_finalMaxSlewViolations=0
export IMPL_area_growth_pct=10.1
export IMPL_dp_hpwl_microns=28600
export IMPL_m1WireLength_microns=13500
export IMPL_lay_top_count="inv_1"
export IMPL_topCellsByArea="fa_1 43%, ha_1 12%, inv_1 11%"
export IMPL_tns_ns=0
export IMPL_post_cts_buffers=0
export IMPL_gp_congestion=0.931
export IMPL_period_minus_slack_ns=8.98
export IMPL_pre_cts_ws_ns=4.49
export IMPL_fin_crit_sh_pct=65.1
export IMPL_vias=10300
export IMPL_cp_required_ns=13.84
export IMPL_whs_ns=0.489
export IMPL_grt_pass1_wl_microns=56900
export IMPL_drcViolationCount=0
export IMPL_cts_resized=0
export IMPL_clkTransAtPathRegs_ns=0.08
export IMPL_antenna_found_initial=0
export IMPL_drt_pre_antenna_iters=4
export IMPL_status="finished, final reports clean"
export IMPL_switching_power_mw=1.78
export IMPL_cts_buffers=5
export IMPL_vdd_drop_max_mv=0.135
export IMPL_synth_area_per_cell_sq_um=9.22
export IMPL_crit_path_max_fanout=16
export IMPL_drt_wl_total_microns=33200
export IMPL_chipWidth_microns=225
export IMPL_hold_violations=0
export IMPL_min_path_type="flop to flop"
export IMPL_dieArea_sq_mm=0.0506
export IMPL_tool_warnings=27
export IMPL_top_layer_used="met4"
export IMPL_worstSkewPairLatency_ns=0.29
export IMPL_final_util_pct=33.5
export IMPL_slew_headroom_pct=32.0
export IMPL_finalSetupViolations=0
export IMPL_io_pins=65
export IMPL_yosysCellCount=1616
export IMPL_netlist_cell_type_count=57
export IMPL_power_density_mw_per_mm2=207
export IMPL_power_leakage_nw=8.24
export IMPL_finClkSkew_ns=0.00772
export IMPL_first_global_vias=11400
export IMPL_fp_coreArea_sq_mm=0.0490
export IMPL_end_kind="flop"
export IMPL_cts_hold_buf=0
export IMPL_first_iter_violations=347
export IMPL_antennaDiodeCount=0
export IMPL_start_kind="input port"
export IMPL_pwr_share_seq_pct=7.8
export IMPL_grt_max_degree=33
export IMPL_power_share_clock_pct=3.8
export IMPL_max_cap_violations=0
export IMPL_cts_tree="built"
export IMPL_ys_flops=51
export IMPL_tightest_slew_ns=1.02
export IMPL_route_met3_wl_microns=2440
export IMPL_fp_util_pct=30.4
export IMPL_logic_area_sq_mm=0.0119
export IMPL_yosysTopAreaCell="fa_1"
-- state kept, by name, indices dropped and copies added, names as in the netlist --
register       cells
SM_Adder           1
o_Accumulator     32
o_Done             1
Working_Total     17
-- critical path, stage by stage --
cell and delay (ns):
clkdlybuf4s50_1 0.95, nand2_1 0.35, inv_1 0.09, fa_1 0.51
fa_1 0.58, fa_1 0.46, fa_1 0.51, inv_1 0.05
fa_1 0.47, inv_1 0.04, ha_1 0.32, a2111oi_0 0.58
o21a_1 0.32, o211ai_1 0.17, a31oi_1 0.28, o21bai_1 0.14
a21oi_1 0.19, xnor2_1 0.14, mux2i_1 0.08
-- area by class of cell --
cell class	instances	area share (%)
Inverter	439	10.0
Tap cell	664	5.06
Clock inverter	3	0.168
Sequential cell	51	7.26
Timing Repair Buffer	69	4.13
Multi-Input combinational cell	1086	72.6
Clock buffer	5	0.763
-- final timing paths --
check,to,start,depth (start not counted)
min reg2reg,o_Accumulator[17]$_SDFFE_PP0P_,o_Accumulator[17]$_SDFFE_PP0P_,2
max reg2reg,o_Accumulator[31]$_SDFFE_PP0P_,Working_Total[27]$_DFFE_PP_,11
min,o_Accumulator[17]$_SDFFE_PP0P_,o_Accumulator[17]$_SDFFE_PP0P_,2
max,Working_Total[27]$_DFFE_PP_,i_Multiple[7],19
-- logic make-up (layout without fill, tap and decap cells) --
group | Yosys count | count (layout) | share of synthesized area, %
AOI/OAI and AO/OA | 184 | 184 | 8.09
xor gates and xnor gates | 66 | 66 | 3.88
adders and majority gates | 463 | 463 | 54.9
buffers and inverters | 479 | 516 | 12.1
DFF | 51 | 51 | 7.99
muxes | 13 | 13 | 0.873
and+or+nand+nor | 360 | 360 | 12.2
-- synth_stat cells (2+ instances only) --
| master | n |
|---|---|
| and2_1 | 114 |
| or3_1 | 6 |
| a31o_2 | 2 |
| o21a_1 | 14 |
| nand4b_1 | 2 |
| xnor2_1 | 45 |
| nor2_1 | 54 |
| clkbuf_1 | 35 |
| o31ai_1 | 9 |
| ha_1 | 145 |
| and3_1 | 9 |
| o22ai_1 | 6 |
| nand3b_1 | 3 |
| buf_1 | 4 |
| mux2i_1 | 13 |
| o21ai_1 | 2 |
| inv_1 | 438 |
| nor2b_1 | 6 |
| o31a_1 | 2 |
| dfxtp_1 | 34 |
| a32oi_1 | 2 |
| nor3_1 | 19 |
| o21bai_1 | 8 |
| xor2_1 | 21 |
| nand2_1 | 115 |
| a21oi_1 | 56 |
| o21ai_0 | 33 |
| a221o_1 | 2 |
| o211ai_1 | 6 |
| a31oi_1 | 7 |
| edfxtp_1 | 17 |
| a211oi_1 | 6 |
| a21o_1 | 17 |
| a2111oi_0 | 2 |
| nand3_1 | 15 |
| fa_1 | 318 |
| nand2b_1 | 8 |
| or4_1 | 2 |
-- per-layer routing --
metal | up-vias | track usage (%)
met5 | - | 0
met4 | 0 | 2.61
met3 | 47 | 4.91
met2 | 309 | 25.4
met1 | 4987 | 18.8
li1 | 4988 | -
-- per-stage QoR --
step	area, sq um	total power [mW]	cells
final	16400	3.40	2317
after global placement	16300	3.29	2309
after global routing	16400	3.89	2317
after detailed placement	16300	3.30	2309
after CTS	16400	3.45	2317
after floorplan	14900	2.61	1616
-- power by group through the flow --
| stage | registers [mW] | clock network, mW | logic [mW] |
|---|---|---|---|
| 6_report | 0.266 | 0.130 | 3.00 |
| 5_1_grt | 0.270 | 0.140 | 3.48 |
| 4_1_cts | 0.268 | 0.135 | 3.05 |
No activity file was given, so power comes from the tool's default toggle rates.
