[config.mk]
export PLATFORM = sky130hd
export DESIGN_NAME = Sample_Output
export DESIGN_NICKNAME = Sample_Output
export VERILOG_FILES = /design/flow/design.v
export SDC_FILE = /design/flow/constraint.sdc
export NUM_CORES = 4
export LEC_CHECK = 1
export CORE_UTILIZATION = 40
[design.v]
module DAC_I2S
#(parameter CLOCK_TICKS = 1000)				 
	(
		input wire i_Clock,
		input wire i_Reset,
		input wire signed [31:0] i_Data_Odd,
		input wire signed [31:0] i_Data_Even,
		output reg o_LR_Clock = 1'b0,
		output reg o_Bit_Clock = 1'b0,
		output reg o_Data
	);
	reg [4:0] Clock_Counter = 1'b0;
	reg [5:0] Bit_Counter = 1'b0;
	reg [0:63] Send_Data = 1'b0;				 
	always @(posedge i_Clock) begin
		if (i_Reset) begin
			Clock_Counter <= 1'b0;
		end
		else begin
			Clock_Counter <= Clock_Counter + 1'b1;
			if (Clock_Counter == (CLOCK_TICKS / 64)) begin
				Clock_Counter <= 1'b0;
			end
		end
	end
	always @(posedge i_Clock) begin
		if (i_Reset) begin
			Bit_Counter <= 1'b0;
			o_LR_Clock <= 1'b0;					 
			o_Bit_Clock <= 1'b0;
		end
		else begin
			if (Clock_Counter == (CLOCK_TICKS / 64) / 2)
				o_Bit_Clock <= ~o_Bit_Clock;
			if(Clock_Counter == (CLOCK_TICKS / 64)) begin
				o_Bit_Clock <= ~o_Bit_Clock;
				Bit_Counter <= Bit_Counter + 1;
				if (Bit_Counter == 30 || Bit_Counter == 62) begin
					o_LR_Clock <= ~o_LR_Clock;
				end
				if (Bit_Counter == 63 || Bit_Counter == 31) begin
					Send_Data <= {i_Data_Odd, i_Data_Even};
				end
			end
			o_Data <= Send_Data[Bit_Counter];
		end
	end
endmodule
module Ring_Mod
	#(parameter SAMPLE_OFFSET = 20'sh7FFF)
	(
		input wire i_Clock,
		input wire signed [19:0] i_Sample1,
		input wire signed [19:0] i_Sample2,
		input wire i_Start,
		output reg [15:0] o_Result,
		output reg o_Ready
	);
	reg signed [29:0] Calc;
	wire signed [39:0] Calc_Result;
	reg signed [19:0] Calc_Scaled;
	reg signed [19:0] r_Sample1;
	reg signed [19:0] r_Sample2;
	reg signed [15:0] Sample1_Scaled;
	reg signed [15:0] Sample2_Scaled;
	reg rm_reset;
	localparam sm_waiting = 3'd0;
	localparam sm_scale_input = 3'd1;
	localparam sm_multiply = 3'd2;
	localparam sm_scale_output1 = 3'd3;
	localparam sm_scale_output2 = 3'd4;
	localparam sm_scale_output3 = 3'd5;
	localparam sm_done = 3'd6;
	reg [2:0] SM_Ring_Mod = sm_waiting;
	always @(posedge i_Clock) begin
		case (SM_Ring_Mod)
		sm_waiting:
			begin
				o_Ready <= 1'b1;
				if (i_Start) begin
					o_Ready <= 1'b0;
					r_Sample1 <= i_Sample1 > SAMPLE_OFFSET ? SAMPLE_OFFSET : i_Sample1;
					r_Sample2 <= i_Sample2 > SAMPLE_OFFSET ? SAMPLE_OFFSET : i_Sample2;
					SM_Ring_Mod <= sm_scale_input;
				end
			end
		sm_scale_input:
			begin
				Sample1_Scaled <= r_Sample1 < -SAMPLE_OFFSET ? -SAMPLE_OFFSET[15:0] : r_Sample1[15:0];
				Sample2_Scaled <= r_Sample2 < -SAMPLE_OFFSET ? -SAMPLE_OFFSET[15:0] : r_Sample2[15:0];
				SM_Ring_Mod <= sm_multiply;
			end
		sm_multiply:
			begin
				Calc <= Sample1_Scaled * Sample2_Scaled;
				SM_Ring_Mod <= sm_scale_output1;
			end
		sm_scale_output1:
			begin
				Calc_Scaled <= Calc >>> 11;
				SM_Ring_Mod <= sm_scale_output2;
			end
		sm_scale_output2:
			begin
				Calc_Scaled <= Calc_Scaled < -SAMPLE_OFFSET ? -SAMPLE_OFFSET : Calc_Scaled;
				SM_Ring_Mod <= sm_scale_output3;
			end
		sm_scale_output3:
			begin
				o_Result <= Calc_Scaled > SAMPLE_OFFSET ? SAMPLE_OFFSET : Calc_Scaled;
				SM_Ring_Mod <= sm_done;
			end
		sm_done:
			begin
				o_Ready <= 1'b1;
				SM_Ring_Mod <= sm_waiting;
			end
		endcase
	end
endmodule
module Sample_Output
	#(parameter SAMPLE_OFFSET = 20'sh7FFF, parameter SAMPLE_LIMIT = 20'sd20000, parameter SEND_CHANNEL_A = 8'b00110001, parameter SEND_CHANNEL_B = 8'b00110010)
	(
		input wire i_Clock,
		input wire i_Reset,
		input wire i_Start,
		input wire signed [31:0] i_Sample_L,
		input wire signed [31:0] i_Sample_R,
		input wire i_Mix,
		input wire i_Ring_Mod,
		output wire o_I2S_LR_Clock,
		output wire o_I2S_Bit_Clock,
		output wire o_I2S_Data
	);
	reg r_Ring_Mod;
	reg signed [19:0] r_Sample_L = 1'b0;
	reg signed [19:0] r_Sample_R = 1'b0;
	reg signed [31:0] Sample_Mix = 1'b0;
	wire signed [15:0] Ring_Mod;
	reg signed [31:0] Output_Odd = 1'b0;
	reg signed [31:0] Output_Even = 1'b0;
	reg Ring_Mod_Start;
	wire RM_Ready;
	Ring_Mod rm(.i_Clock(i_Clock), .i_Sample1(r_Sample_L), .i_Sample2(r_Sample_R), .i_Start(Ring_Mod_Start), .o_Result(Ring_Mod), .o_Ready(RM_Ready));
	DAC_I2S dac2(.i_Clock(i_Clock), .i_Reset(i_Reset), .i_Data_Odd(Output_Odd), .i_Data_Even(Output_Even), .o_LR_Clock(o_I2S_LR_Clock), .o_Bit_Clock(o_I2S_Bit_Clock), .o_Data(o_I2S_Data));
	localparam sm_waiting = 4'd0;
	localparam sm_mix1 = 4'd1;
	localparam sm_mix2 = 4'd2;
	localparam sm_limit_low = 4'd3;
	localparam sm_limit_high = 4'd4;
	localparam sm_offset = 4'd5;
	localparam sm_send_L = 4'd6;
	localparam sm_delay_L = 4'd7;
	localparam sm_send_R = 4'd8;
	localparam sm_delay_R = 4'd9;
	reg [3:0] SM_Sample_Output = sm_waiting;
	always @(posedge i_Clock) begin
		if (i_Reset) begin
			r_Sample_L <= 1'b0;
			r_Sample_R <= 1'b0;
			SM_Sample_Output <= sm_waiting;
		end
		else begin
			case (SM_Sample_Output)
			sm_waiting:
				begin
					if (i_Start) begin
						r_Sample_L <= i_Sample_L[21:0] >>> 2;
						r_Sample_R <= i_Sample_R[21:0] >>> 2;
						r_Ring_Mod <= i_Ring_Mod;
						Ring_Mod_Start <= i_Ring_Mod;
						SM_Sample_Output <= i_Mix ? sm_mix1 : sm_limit_low;
					end
				end
			sm_mix1:
				begin
					Sample_Mix <= r_Sample_L + r_Sample_R;
					SM_Sample_Output <= sm_mix2;
				end
			sm_mix2:
				begin
					r_Sample_L <= Sample_Mix[19:0];
					SM_Sample_Output <= sm_limit_low;
				end
			sm_limit_low:
				begin
					Ring_Mod_Start <= 1'b0;
					r_Sample_L <= r_Sample_L < -SAMPLE_LIMIT ? -SAMPLE_LIMIT : r_Sample_L;
					r_Sample_R <= r_Sample_R < -SAMPLE_LIMIT ? -SAMPLE_LIMIT : r_Sample_R;
					SM_Sample_Output <= sm_limit_high;
				end
			sm_limit_high:
				begin
					if (r_Sample_L > SAMPLE_LIMIT) begin
						r_Sample_L <= SAMPLE_LIMIT;
					end
					if (r_Sample_R > SAMPLE_LIMIT) begin
						r_Sample_R <= SAMPLE_LIMIT;
					end
					SM_Sample_Output <= sm_send_L;
				end
			sm_send_L:
				begin
					Output_Odd <= r_Sample_L[15:0] <<< 16;
					SM_Sample_Output <= sm_delay_L;
				end
			sm_delay_L:
				if (RM_Ready) begin
					if (r_Ring_Mod)
						r_Sample_R = Ring_Mod;
					SM_Sample_Output <= sm_send_R;
				end
			sm_send_R:
				begin
					Output_Even <= r_Sample_R[15:0] <<< 16;
					SM_Sample_Output <= sm_waiting;
				end
			endcase
		end
	end
endmodule
[run.sh]
#!/bin/bash
# OpenROAD 26Q1-2900-gdf79404cd8, Yosys 0.63+post, stock flow scripts
make -C /OpenROAD-flow-scripts/flow DESIGN_CONFIG=/design/flow/config.mk WORK_HOME=/design/flow/orfs finish
[constraint.sdc]
current_design Sample_Output

set clk_period 13.9
set clk_io_pct 0.2

create_clock -name clk0 -period $clk_period [get_ports {i_Clock}]

set non_clock_inputs [all_inputs -no_clocks]
set_input_delay [expr $clk_period * $clk_io_pct] -clock clk0 $non_clock_inputs
set_output_delay [expr $clk_period * $clk_io_pct] -clock clk0 [all_outputs]
==> summary.txt <==
Syn Area/Cell -> 10.7 um^2
YS chip area -> 0.0209 mm^2
Worst R2R End -> rm.Calc[29]
Critical Path Sink -> rm.Calc[29]
R2R setup slack -> 6.73 ns
Horiz. Die Dim -> 230 um
CP Launch Type -> register
FMAX -> 139 MHz
Core area -> 0.0514 mm^2
Ys Warns -> 3
Crit path DRT -> 14.18 ns
Vias in the first global route -> 13,700
Total gr overflow -> 0
Largest stage delay, worst path -> 0.70 ns
Clk latency late pin -> 0.55 ns
Global-route wire length before repair -> 74.1 mm
Initial DRC Count -> 691
ANT nets after route -> 0
Post-synthesis async set-or-reset flop share -> 0%
Hold Buf Count CTS -> 0
Overall Global Routing Usage -> 19.2%
Crit path from -> rm.Sample2_Scaled[5]
Placed Area -> 0.0221 mm^2
Dominant cell type by area after synthesis -> edfxtp_1
OpenROAD warnings -> 50
Num rows -> 83
PortBufs -> 47
Slew headroom -> 41.9%
Fin crit share -> 51.6%
Cell Area, Synth -> 0.0209 mm^2
Root Buffer -> clkbuf_16
WL per Instance -> 17.0 um
Yosys cell count -> 1,944
Cell mode on critical path -> fa_1
Clock Sink Count -> 274
Max-slew violations -> 0
Setup bufs post-CTS -> 0
Chip height -> 230 um
Vias per cell -> 5.02
FF-to-FF path depth -> 20
Vias -> 13,400
Fin crit period -> 7.17 ns
Register area share after synthesis -> 36.7%
Crit Path Category -> reg -> reg
Post-route cell area -> 0.0230 mm^2
TNS Setup -> 0 ns
Clock slew at reported path FFs -> 0.07 ns
Count of library flops with an enable pin -> 217
Dominant cell area share -> 31.2%
Synthesized registers -> 274
Cells after Synth -> 1,944
Distinct cells, synth -> 66
Top FF cell, synth -> edfxtp_1
Outcome -> complete, no violations
H-tree lvl count -> 1
Top cells by area -> edfxtp_1, fa_1, ha_1
Largest net degree at the start of global routing -> 55
Fillers -> 4,668
Clock Path Buffers -> 3
Max Clock Skew -> 0.00954 ns
Largest fanout on the critical path -> 16
DRT Pass-1 Iters -> 5
Critical path's slowest cell -> edfxtp_1
Hold Crit Class -> reg -> reg
Crit path cell chain -> and2_1 -> fa_1 -> inv_1 -> fa_1 -> inv_1 -> fa_1 -> fa_1 -> fa_1 -> inv_1 -> fa_1 -> inv_1 -> ha_1 -> and3_1 -> nand4_1 -> nand4bb_1 -> o22ai_2 -> o41ai_4 -> nor2_2 -> a2111oi_2 -> xnor2_1
WL final -> 45.4 mm
Die footprint -> 0.0531 mm^2
Data arrival, critical path -> 7.46 ns
IO Pins -> 72
Dpl hpwl -> 33.6 mm
Ant diodes -> 0
Max-Cap Viols -> 0
Hold slack -> 0.414 ns
RSZ-0062 raised after global routing -> false
Final Hold Fails -> 0
Worst r2r src -> rm.Sample2_Scaled[5]
Layout cell share with drive strength beyond 1 -> 7.72%
Most common cell in the netlist -> inv_1
Drt drc -> 0
Final GP Congestion -> 0.901
Starting Density -> 40.6%
Endpoints failing setup -> 0
CTS tree -> yes
Post-CTS Resized -> 0
Initial antenna violation count -> 2
Critical path capture point type -> register
Layout area overhead -> 10.3%
Top post-synthesis cells by count -> inv_1, fa_1, edfxtp_1
Actual slew at the worst max-slew pin -> 0.872 ns
CTS buffer count -> 27
-- stage by stage --
step	setup WS, ns	instances	utilization (%)
global route	6.28	2662	44.8
detailed placement	6.68	2612	43.0
global placement	6.69	2612	43.0
floorplan	7.40	1944	-
finish	6.73	2662	44.8
CTS	6.63	2662	44.8
-- flip-flops by register name, summed over array words and instances (netlist names), 19 cells and up --
name,cells
rm.Calc,19
Sample_Mix,20
rm.r_Sample1,20
rm.Calc_Scaled,19
rm.r_Sample2,20
r_Sample_L,20
dac2.Send_Data,32
r_Sample_R,20
-- cell type report --
type                            count  area (um^2)  share of cell area, %
Timing Repair Buffer               69          631                   2.74
Clock buffer                       31          701                   3.04
Tap cell                          680          851                   3.70
Sequential cell                   274         7660                   33.3
Multi-Input combinational cell   1261        11700                   50.9
Clock inverter                     19          230                   1.00
Inverter                          328         1230                   5.35
-- layout by cell type, fill, tap and decap left out, drive strengths merged, types with 9 or more instances in the layout --
cell           Yosys  final
a211oi            17     17
a21oi             57     57
a31oi             15     15
and2             165    165
and3              10     10
buf                8     23
clkbuf            73     31
clkdlybuf4s50      0     46
clkinv             0      9
dfxtp             57     57
edfxtp           217    217
fa               248    248
ha                99     99
inv              328    330
mux4              10     10
nand2            172    172
nand2b            11     11
nand3             20     20
nand4             13     13
nor2              86     86
nor2b             23     23
nor3              25     25
nor4              20     20
o21ai             57     57
or2               56     56
xnor2             42     42
xor2              19     19
-- routing by layer --
| layer | track usage [%] | part of all wire [%] | vias to the layer above |
|---|---|---|---|
| met4 | 3.23 | 2.1 | 2 |
| met3 | 7.14 | 9.5 | 55 |
| met5 | 0.827 | 0.13 | - |
| met1 | 28.9 | 42 | 6552 |
| li1 | - | - | 6342 |
| met2 | 28.7 | 47 | 416 |
-- worst min path at each step --
stage | startpoint | end | slack (ns) | depth (start not counted)
4_1_cts | Output_Odd[24] | dac2.Send_Data[7] | 0.42 | 0
5_1_grt | Output_Odd[25] | dac2.Send_Data[6] | 0.42 | 0
6_report | Output_Odd[24] | dac2.Send_Data[7] | 0.41 | 0
-- worst max-delay path: cells and delay by family, from the launching register on --
kind | cells | cell delay, ns
adder cells (fa/ha/maj) | 7 | 3.71
AND/OR/NAND/NOR | 5 | 0.93
XOR/XNOR | 1 | 0.14
flip-flops | 1 | 0.70
AND-OR/OR-AND | 3 | 0.99
buffers and inverters | 4 | 0.41
-- logic make-up (layout without fill, tap and decap cells) --
kind of cell | count (synthesis) | in the layout | synth area share [%]
compound gates | 216 | 216 | 6.81
simple gates | 620 | 620 | 15.4
mux | 17 | 17 | 1.42
buf+inv | 409 | 447 | 7.38
fa+ha+maj | 347 | 347 | 29.7
xor+xnor | 61 | 61 | 2.56
flops | 274 | 274 | 36.7
