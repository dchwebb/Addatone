`flow/run.sh`:
```
#!/bin/bash
# OpenROAD 26Q1-2900-gdf79404cd8, Yosys 0.63+post, stock flow scripts
make -C /OpenROAD-flow-scripts/flow DESIGN_CONFIG=/design/flow/config.mk WORK_HOME=/design/flow/orfs finish
```
`flow/config.mk`:
```
export PLATFORM = sky130hd
export DESIGN_NAME = ADC_SPI_In
export DESIGN_NICKNAME = ADC_SPI_In
export VERILOG_FILES = /design/flow/design.v
export SDC_FILE = /design/flow/constraint.sdc
export NUM_CORES = 4
export LEC_CHECK = 1
export CORE_UTILIZATION = 50
```
`flow/constraint.sdc`:
```
current_design ADC_SPI_In

set clk_period 1.8
set clk_io_pct 0.2

create_clock -name clk0 -period $clk_period [get_ports {i_Clock}]

set non_clock_inputs [all_inputs -no_clocks]
set_input_delay [expr $clk_period * $clk_io_pct] -clock clk0 $non_clock_inputs
set_output_delay [expr $clk_period * $clk_io_pct] -clock clk0 [all_outputs]
```
`flow/design.v`:
```
module ADC_SPI_In
#(parameter RECEIVEBYTES = 7)
	(
		input wire i_Reset,
		input wire i_Clock,
		input wire i_SPI_CS,
		input wire i_SPI_Clock,
		input wire i_SPI_Data,
		output wire [15:0] o_Data0,
		output wire [15:0] o_Data1,
		output wire [15:0] o_Data2,
		output wire [15:0] o_Data3,
		output wire [15:0] o_Data4,
		output wire [15:0] o_Data5,
		output wire [15:0] o_Data6,		
		output reg o_Data_Received
	);
	reg [3:0] Receive_Bit;
	reg [3:0] Receive_Byte;
	reg [0:15] r_Bytes_In[RECEIVEBYTES - 1:0];
	localparam sm_waiting = 2'd0;
	localparam sm_receiving = 2'd1;
	reg SM_ADC_In = sm_waiting;
	reg Clock_State = 1'b0;
	reg Clock_Stable = 1'b0;
	reg CS_State = 1'b0;
	reg CS_Stable = 1'b0;
	reg Data_State = 1'b0;
	reg [2:0] Count_Stable = 1'b0;
	assign o_Data0 = r_Bytes_In[0];
	assign o_Data1 = r_Bytes_In[1];
	assign o_Data2 = r_Bytes_In[2];
	assign o_Data3 = r_Bytes_In[3];
	assign o_Data4 = r_Bytes_In[4];
	assign o_Data5 = r_Bytes_In[5];
	assign o_Data6 = r_Bytes_In[6];
	always @(posedge i_Clock) begin
		if (i_Reset)
			CS_Stable <= 1'b1;
		else begin
			if (i_SPI_Clock != Clock_State) begin
				Clock_State <= i_SPI_Clock;
			end
			if (i_SPI_Data != Data_State) begin
				Data_State <= i_SPI_Data;
			end
			if (i_SPI_CS != CS_State) begin
				CS_State <= i_SPI_CS;
			end
			if (i_SPI_Clock == Clock_State && i_SPI_Data == Data_State && i_SPI_CS == CS_State) begin
				Count_Stable <= Count_Stable + 1'b1;
				if (Count_Stable == 2) begin
					CS_Stable <= i_SPI_CS;
					Clock_Stable <= i_SPI_Clock;
				end
			end
			else begin
				Count_Stable <= 1'b0;
			end
		end
	end
	always @(posedge Clock_Stable or posedge CS_Stable) begin
		if (CS_Stable) begin
			SM_ADC_In <= sm_waiting;
		end
		else begin
			case (SM_ADC_In)
				sm_waiting:
					begin
						SM_ADC_In <= sm_receiving;
						Receive_Byte <= 1'b0;
						Receive_Bit <= 1'b1;
						o_Data_Received <= 1'b0;
						r_Bytes_In[0][0] <= Data_State;
					end
				sm_receiving:
					begin
						r_Bytes_In[Receive_Byte][Receive_Bit] <= Data_State;
						Receive_Bit <= Receive_Bit + 1'b1;
						if (Receive_Bit == 15) begin								 
							Receive_Byte <= Receive_Byte + 1'b1;
							if (Receive_Byte == RECEIVEBYTES - 1) begin		 
								o_Data_Received <= 1'b1;
								Receive_Byte <= 1'b0;
								SM_ADC_In <= sm_waiting;
							end
							else begin
								Receive_Bit <= 0;
							end
						end
					end
			endcase
		end
	end
endmodule
```
==> Table 3: Implementation characteristics <==
Table: implementation figures

Parameter                              Value

Outcome
  Result of the run    complete, no violations

Final timing
  Sum of negative setup slack    0 ns
  Slew @ Worst Pin    0.918 ns
  Worst slew margin relative to its limit    38.5%
  Post-route fraction of the period consumed by the critical path    92.8%
  Endpoints failing hold    0
  Register pins left without a clock    122
  Final critical path time including I/O delays and setup    1.67 ns
  Number of unconstrained endpoints    356
  Setup WS post-layout    0.130 ns
  Unrepaired setup endpoints after global routing    false
  Clock skew after layout    0.00186 ns
  Final setup fails    0
  Maximum clock frequency    0.599 GHz
  Tightest hold margin    0.576 ns
  Slew Limit Fails    0

Floorplan
  # IOs    118
  Horizontal die size    108 um
  Core Area    10900 um2
  Full die area    11600 um2
  Rows    38
  Fraction of the core area occupied by cells at floorplan    51.5%
  Vertical extent of the die    108 um

Synthesis
  Synthesized area per cell    13.1 um2
  Register share after synthesis    69.4%
  Number of cells in Yosys stat    428
  Top cells by area    edfxtp_1, a21o_1, o21ai_0
  Post-synth cell types    38
  Cell taking the most area after synthesis    edfxtp_1
  Post-synthesis instance area    5610 um2
  Yosys warning count    2
  Largest type area fraction    68.6%
  Number of enable flip-flop cells    128
  Gate Count Post-Synth    428
  Number of storage elements in the synthesis netlist    130
  Commonest flop    edfxtp_1
  Yosys stat chip area    5610 um2
  Share of async-settable or async-resettable flops after synthesis    0.769%

Clocking
  Root Buffer    clkbuf_8
  H-tree depth reported by CTS    1
  Hold-fix buffer count after cts    0
  Worst-skew pair later-pin latency    0.22 ns
  TritonCTS clock tree    built
  Setup Buffers After CTS    0
  Largest buffer count on any clock path    2
  CTS Buf Count    3
  Clock transition at the registers of the reported paths    0.04 ns

Placed design
  Count of placed standard cells including taps    683
  Post-Place Worst Slack    -0.0792 ns
  Placement-stage cell area    7010 um2
  HPWL after detailed placement    8810 um
  PortBufs    117
  Final Wtd Congestion    0.823

Cells and area
  Post-Layout Cell Count    687
  Top logic cell by instance count in the layout    edfxtp_1
  Most common logic cells in the final layout    edfxtp_1, clkdlybuf4s50_1, nand2_1
  Final core occ    64.9%
  Proportion of layout cells with a drive suffix above 1    7.50%
  Layout overhead on the synthesized area    26.0%
  Layout Cell Area excl Fill    7060 um2

Route
  Final antenna-violating net count    0
  Number of vias per cell after detailed routing    5.54
  Number of detailed-route iterations in the first pass    4
  Total number of vias    3809
  Aggregate routed wire length    12200 um
  Routed wire length per instance    17.8 um
  # DRC    0
  Violation count after the first detailed-route iteration    123
  Total antenna diodes in the routed design    0

Global routing
  Number of global-route vias before repair    3684
  Global-route wire length before repair    19100 um
  Met1 Track Usage GR    41.7%
  Grt ovf    0
  Met2 routing resource usage after global routing    35.0%
  Global routing's busiest layer    met1
  Pin count of the biggest net entering global routing    72
  Fraction of met3 tracks used by global routing    7.59%
  Number of antenna violations at the first check in global routing    0
  Aggregate global-route resource usage    23.7%

Job
  Max-capacitance violation count    0
  Tool warnings    30

Worst setup path
  Worst-path maximum fanout    3
  CP Data Arrival Time    1.61 ns
  Path type of the worst setup path    input pin to flip-flop
  Required time of the worst setup path    1.74 ns
  Startpoint class of the critical path    input pin
  Endpoint type of the worst setup path    flip-flop

Power and ir drop
  Static leakage power    2.72 nW
  Highest ir drop seen on vdd    0.658 mV
  Total design power    543 uW
  Pwr dens    76.8 nW/um2

Worst hold path
  Worst min-delay path class    flip-flop to flip-flop
power by group:
part | internal (mW) | leakage, nW | total [mW] | switching (mW)
clock | 0.153 | 0.0228 | 0.219 | 0.0659
sequential | 0.236 | 1.18 | 0.243 | 0.00708
combinational | 0.0345 | 1.52 | 0.0811 | 0.0466
total | 0.423 | 2.72 | 0.543 | 0.120
flip-flops by register name (all words and copies together), names as in the netlist:
signal,cells
Data_State,1
CS_Stable,1
CS_State,1
Clock_Stable,1
Receive_Byte,4
Receive_Bit,4
r_Bytes_In,112
Count_Stable,3
SM_ADC_In,1
Clock_State,1
o_Data_Received,1
worst max-delay path, cell delays in order:
cell             delay, ns
clkdlybuf4s50_1       0.45
xnor2_1               0.24
nand3_1               0.16
nor3b_2               0.22
and2_1                0.17
synthesized netlist by cell type (2+ instances only):
master and n:
edfxtp_1 128, nand2_1 65, o21ai_0 58, a21o_1 49, nor2_1 18, inv_1 15, clkbuf_1 12, ha_1 9
mux2_2 8, nand3_1 8, and2_1 6, nor3_1 5, a21oi_1 4, or3_1 4, xnor2_1 4, and3_1 3
nand4_1 3, nor3_2 3, nor3b_1 3, buf_2 2, clkbuf_2 2, nand2b_1 2, nor2b_1 2
layer usage:
metal / vias to the layer above / share of wire [%]
met5: - / 0
met4: 0 / 0.12
met3: 2 / 8.6
met2: 160 / 48
met1: 1849 / 43
li1: 1798 / -
cells by family (layout without fill, tap and decap cells):
logic type / count (synthesis) / in the layout / share of synthesized area [%]
adder cells (fa/ha/maj): 9 / 9 / 2.01
buffers and inverters: 31 / 150 / 2.17
AND-OR/OR-AND: 115 / 115 / 12.7
flip-flops: 130 / 130 / 69.4
AND/OR/NAND/NOR: 128 / 128 / 10.9
multiplexers: 9 / 9 / 1.79
XOR/XNOR: 6 / 6 / 1.07
what timing repair did:
item,4_1_cts,5_1_grt
endpoints found under the hold margin,0,0
setup endpoints to repair,0,1
resized,0,1
final timing paths:
| kind | from | to | slack [ns] | cells past startpoint |
|---|---|---|---|---|
| worst max register to register | Clock_State | Clock_Stable | 0.34 | 4 |
| worst min-delay path | Count_Stable[0] | Count_Stable[0] | 0.58 | 1 |
| worst max-delay path | i_SPI_Clock | Clock_Stable | 0.13 | 5 |
| worst min register to register | Count_Stable[0] | Count_Stable[0] | 0.58 | 1 |
final cells by class:
class / instances / area, um2
multi-input combinational: 267 / 1620
sequential: 130 / 3890
fill: 840 / 3820
clock buffer: 4 / 45.0
tap: 140 / 175
timing repair buffer: 131 / 1280
inverter: 15 / 56.3
No activity file was given, so power comes from the tool's default toggle rates.
